### design/flow/design.v
module main_decoder (
    input [31:0] instruction,
    output reg [4:0] aluCtrl,
    output reg load, store, branch, regWrite, aluSrc, JAL, JALR, AUIPC,
    output reg [31:0] imm,
    output reg [4:0] rd,
    output reg [6:0] funct7,             
    output reg [2:0] funct3             
);
    always @(*) begin
        load = 0;
        store = 0;
        branch = 0;
        regWrite = 0;
        aluSrc = 0;
        JAL = 0;
        JALR = 0;
        AUIPC = 0;
        aluCtrl = 5'b0;
        case (instruction[6:0])  
            7'b0000011: begin  
                load = 1;
                regWrite = 1;
                aluSrc = 1;  
                imm = {{20{instruction[31]}}, instruction[31:20]};  
                rd = instruction[11:7];  
                funct3 = instruction[14:12];  
                funct7 = 7'b0; 
                aluCtrl = 5'b00000; 
            end
            7'b0100011: begin  
                store = 1;
                aluSrc = 1; 
                imm = {{20{instruction[31]}}, instruction[31:25], instruction[11:7]}; 
                rd = 5'b0; 
                funct3 = instruction[14:12];
                funct7 = 7'b0; 
                aluCtrl = 5'b00000; 
            end
            7'b1100011: begin 
                branch = 1;
                imm = {{19{instruction[31]}}, instruction[31], instruction[7], instruction[30:25], instruction[11:8], 1'b0}; 
                rd = 5'b0; 
                funct3 = instruction[14:12]; 
                funct7 = 7'b0; 
                aluCtrl = 5'b00001; 
            end
            7'b1101111: begin 
                JAL = 1;
                imm = {{11{instruction[31]}}, instruction[31], instruction[19:12], instruction[20], instruction[30:21], 1'b0}; 
                rd = instruction[11:7]; 
                regWrite = 1;
                funct3 = 3'b0; 
                funct7 = 7'b0; 
                aluCtrl = 5'b00010; 
            end
            7'b1100111: begin 
                JALR = 1;
                imm = {{20{instruction[31]}}, instruction[31:20]}; 
                rd = instruction[11:7]; 
                regWrite = 1;
                funct3 = instruction[14:12]; 
                funct7 = 7'b0; 
                aluCtrl = 5'b00011; 
            end
            7'b0010111: begin 
                AUIPC = 1;
                imm = {{12{instruction[31]}}, instruction[31:12], 12'b0}; 
                rd = instruction[11:7]; 
                regWrite = 1;
                funct3 = 3'b0; 
                funct7 = 7'b0; 
                aluCtrl = 5'b00100; 
            end
            default: begin
            end
        endcase
    end
endmodule
### design/flow/run.sh
#!/bin/bash
# OpenROAD 26Q1-2900-gdf79404cd8, Yosys 0.63+post, stock flow scripts
make -C /OpenROAD-flow-scripts/flow DESIGN_CONFIG=/design/flow/config.mk WORK_HOME=/design/flow/orfs finish
### design/flow/config.mk
export PLATFORM = sky130hd
export DESIGN_NAME = main_decoder
export DESIGN_NICKNAME = main_decoder
export VERILOG_FILES = /design/flow/design.v
export SDC_FILE = /design/flow/constraint.sdc
export NUM_CORES = 4
export LEC_CHECK = 1
export CORE_AREA = 10 10 91 91
export DIE_AREA = 0 0 101 101
### design/flow/constraint.sdc
current_design main_decoder

set clk_period 4.0
set clk_io_pct 0.2

create_clock -name clk0 -period $clk_period

set non_clock_inputs [all_inputs -no_clocks]
set_input_delay [expr $clk_period * $clk_io_pct] -clock clk0 $non_clock_inputs
set_output_delay [expr $clk_period * $clk_io_pct] -clock clk0 [all_outputs]
==> run summary <==
Outcome = finished, final reports clean
Post-synth top cells = dlxtn_1 (40), a21o_1 (11), buf_4 (9), nor2b_1 (9), nor2_1 (7)
Critical Path RT = 3.20 ns
Max FO, Critical Path = 9
Post-route DRC = 0
Placement Setup Slack = 0.465 ns
Ant diodes = 0
IO Port Bufs = 83
Largest cells by area after synthesis = dlxtn_1 (48%), a21o_1 (6.7%), buf_4 (5.4%)
Final setup violation count = 0
Commonest flop = dlxtn_1
Drt first-iter violations = 37
Post-Route WL = 4040 um
Final Hold Viols = 0
Cells after Synth = 130
Power per cell area = 73.1 nW/um^2
Cycle use final = 88.5%
Initial antenna violation count = 0
Post-synth EDFFs = 0
Bufs and invs on worst path = 2
Final core occ = 33.4%
RSZ-0062 raised after global routing = false
Core Area = 6350 sq um
Crit end category = primary output
Core Rows = 29
First-pass GRT wire length = 6390 um
Number of global-route vias before repair = 1227
Maximum number of pins on one net before global-route repair = 23
Drt pass-1 iters = 4
Area leader share = 48.4%
CP delay by family, top = buffers and inverters
Post-DP Area = 2120 sq um
Worst hold path type = input pin to primary output
Peak VDD IR = 37.1 uV
Chip Width = 101 um
Final Power = 155 uW
Yosys Chip Area = 1240 sq um
Post_cts resized = 0
Non-Filler Instances = 285
Count leader, synth = dlxtn_1
Yosys reg bits = 40
Gpl congestion = 0.791
Detail Route Antenna Nets = 0
Yosys top cell by area = dlxtn_1
Minimum clock period = 3.54 ns
Layout overhead on the synthesized area = 70.9%
Tot GR Track Use = 7.40%
Post-Syn Area per Cell = 9.55 sq um
Endpoints left unconstrained = 80
I/O pin count = 92
Final WS setup = 0.460 ns
Gr ovfl total = 0
Worst endpoint data arrival time = 2.74 ns
OpenROAD warning count = 32
Height of the die = 101 um
Register pins left without a clock = 40
Chip area = 10200 sq um
# Post-CTS Setup Buffers = 0
HPWL after DPL = 3440 um
Vias per std cell = 4.07
Routed WL per cell = 14.2 um
CP Cell Sequence = clkdlybuf4s50_1, nand4bb_1, or2_2, nor2_1, clkdlybuf4s50_1
Synth unique cells = 34
Max-cap violations = 0
Placed cells = 285
Most frequent CP cell = clkdlybuf4s50_1
Worst Path Class, Setup = input pin to primary output
Max Freq = 283 MHz
Hold_buf cts = 0
Slowest-stage cell, CP = clkdlybuf4s50_1
Post-Route Setup TNS = 0 ns
Crit start category = input pin
Starting density of the core = 19.5%
Ys Warns = 1
Number of cells in Yosys stat = 130
Async set or reset register ratio after synthesis = 0%
DR vias = 1159
Layout cells sized above 1 = 5.77%
Final instance area = 2120 sq um
P_leak = 0.918 nW
Slowest stage delay, CP = 0.54 ns
Slew Viols, Final = 0
Fin Hold WS = 2.71 ns
Cell Area, Synth = 1240 sq um
## report_power, final
part	switching [mW]	internal (mW)
logic	0.0348	0.0812
registers	0.00514	0.0339
clock network	0	0
## final timing paths
path	startpoint	to	slack [ns]	depth (start not counted)
setup / recovery	instruction[3]	store	0.46	5
hold / removal	instruction[6]	store	2.71	3
## flip-flops by register name (all words and copies together) (netlist names)
| name | flops |
|---|---|
| funct3 | 3 |
| imm | 32 |
| rd | 5 |
## final cells by class
class | instances | area [sq um]
inverter | 2 | 7.51
multi-input combinational | 80 | 563
sequential | 40 | 601
fill | 629 | 4230
timing repair buffer | 86 | 853
tap | 77 | 96.3
## cells by family after synthesis
family | synth area share, %
simple gates | 18.5
xor+xnor | 0.706
mux | 7.26
buf+inv | 9.07
latches | 48.4
other cells | 0.302
compound gates | 15.7
## layout by cell type (no fill, tap or decap), types with 2 or more instances in the layout
cell type,netlist,layout
a21o_1,11,11
a22o_1,4,4
and2_1,4,4
buf_4,9,3
clkdlybuf4s50_1,0,83
conb_1,1,9
dlxtn_1,40,40
inv_1,2,2
mux2_1,4,4
mux2_2,4,4
nand3_1,2,2
nor2_1,7,7
nor2b_1,9,9
nor3_1,5,4
nor4_1,2,2
o21ai_0,2,2
o32ai_1,2,2
## per-layer routing
metal | track usage, % | vias up | wire, um
li1 | - | 582 | -
met1 | 9.21 | 528 | 1610
met2 | 12.4 | 49 | 1940
met3 | 3.12 | 0 | 499
met4 | 0 | 0 | 0
met5 | 0 | - | 0
Power figures rest on the tool's default switching activity, not on a simulated workload.
