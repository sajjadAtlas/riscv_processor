`/design/flow/design.v`:
```
module ALU(
    input [31:0] operand1,
    input [31:0] operand2,
    input [3:0] ALUop,
    input [6:0] funct7,
    input [2:0] funct3,
    output reg branchTaken,
    output reg [31:0] result
);
    integer msb = 0;
    integer i = 0;
    wire op1_sign = operand1[31];
    wire op2_sign = operand2[31];
    always @(*) begin
        result = 32'b0;   
        branchTaken = 1'b0;   
        case (ALUop)
            4'b0000: begin  
                case ({funct7, funct3})
                    10'b0000000000: result <= operand1 + operand2;  
                    10'b0000100000: result <= operand1 - operand2;  
                    10'b0000000100: result <= operand1 ^ operand2;  
                    10'b0000000110: result <= operand1 | operand2;  
                    10'b0000000111: result <= operand1 & operand2;  
                    10'b0000000001: result <= operand1 << operand2[4:0];  
                    10'b0000000101: result <= operand1 >> operand2[4:0];  
                    10'b0100000101: begin   
                        result <= operand1 >>> operand2[4:0];  
                    end
                    10'b0000000010: result <= (operand1 < operand2) ? 1 : 0;  
                    10'b0000000011: result <= ($unsigned(operand1) < $unsigned(operand2)) ? 1 : 0;  
                    default: result <= 32'b0;  
                endcase
            end
            4'b0001: begin  
                case (funct3)
                    3'b000: result <= operand1 + operand2;  
                    3'b100: result <= operand1 ^ operand2;  
                    3'b110: result <= operand1 | operand2;  
                    3'b111: result <= operand1 & operand2;  
                    3'b001: result <= operand1 << operand2[4:0];  
                    3'b101: begin
                        if (funct7[5] == 1'b0)  
                            result <= operand1 >> operand2[4:0];
                        else  
                            result <= operand1 >>> operand2[4:0];
                    end
                    3'b010: result <= (operand1 < operand2) ? 1 : 0;  
                    3'b011: result <= ($unsigned(operand1) < $unsigned(operand2)) ? 1 : 0;  
                    default: result <= 32'b0;  
                endcase
            end
            4'b0010:  
                if (funct3 == 3'b000 || funct3 == 3'b001 || funct3 == 3'b010 || funct3 == 3'b100 || funct3 == 3'b101) begin
                    result <= operand1 + operand2;  
                end
            4'b0011: begin  
                case (funct3)
                    3'b000: branchTaken <= ($signed(operand1) == $signed(operand2));  
                    3'b001: branchTaken <= ($signed(operand1) != $signed(operand2));  
                    3'b100: branchTaken <= ($signed(operand1) < $signed(operand2));  
                    3'b101: branchTaken <= ($signed(operand1) >= $signed(operand2));  
                    3'b110: branchTaken <= (operand1 < operand2);  
                    3'b111: branchTaken <= (operand1 >= operand2);  
                    default: branchTaken <= 1'b0;  
                endcase
            end
            4'b0100:  
                result <= operand1 + 32'd4;  
            4'b0101:  
                result <= operand2 << 12;  
            default: result <= 32'b0;  
        endcase
    end
endmodule
```
`/design/flow/run.sh`:
```
#!/bin/bash
# OpenROAD 26Q1-2900-gdf79404cd8, Yosys 0.63+post, stock flow scripts
make -C /OpenROAD-flow-scripts/flow DESIGN_CONFIG=/design/flow/config.mk WORK_HOME=/design/flow/orfs finish
```
`/design/flow/config.mk`:
```
export PLATFORM = sky130hd
export DESIGN_NAME = ALU
export DESIGN_NICKNAME = ALU
export VERILOG_FILES = /design/flow/design.v
export SDC_FILE = /design/flow/constraint.sdc
export NUM_CORES = 4
export LEC_CHECK = 1
export CORE_UTILIZATION = 50
```
`/design/flow/constraint.sdc`:
```
current_design ALU

set clk_period 17.5
set clk_io_pct 0.2

create_clock -name clk0 -period $clk_period

set non_clock_inputs [all_inputs -no_clocks]
set_input_delay [expr $clk_period * $clk_io_pct] -clock clk0 $non_clock_inputs
set_output_delay [expr $clk_period * $clk_io_pct] -clock clk0 [all_outputs]
```
==> impl_metrics.env <==
# physical design summary
export IMPL_outcome="completed"
export IMPL_globalRouteTotalUtil_pct=51.2
export IMPL_synth_yosys_num_cells=1685
export IMPL_timing_critical_path_required_ps=14000
export IMPL_portion_of_total_power_attributed_to_sequential_cells_pct=0
export IMPL_ant_nets=0
export IMPL_core_area_um2=22600
export IMPL_first_iter_violations=2166
export IMPL_cp_end_kind="primary output"
export IMPL_dpl_cell_count=1977
export IMPL_swShare_pct=63.5
export IMPL_cts_resized_gates=0
export IMPL_setup_viol=0
export IMPL_drive_above_1_share_pct=9.81
export IMPL_grt_first_pass_wirelength_um=86900
export IMPL_synth_area_yosys_um2=11500
export IMPL_std_cell_rows=55
export IMPL_dieWidth_um=153
export IMPL_final_setup_worst_slack_ps=5520
export IMPL_max_cap_violations=0
export IMPL_finalHoldViolations=0
export IMPL_vias=14800
export IMPL_power_leakage_nw=4.83
export IMPL_nFlopsAndLatches=0
export IMPL_power_after_layout_w=0.000399
export IMPL_dr_wl_met3_um=10700
export IMPL_p_int_w=0.000146
export IMPL_met2_wirelength_um=22600
export IMPL_initial_utilization_pct=50.7
export IMPL_max_freq_mhz=83.4
export IMPL_place_port_buffers=111
export IMPL_synth_yosys_warnings=1
export IMPL_preCtsSetupSlack_ps=5760
export IMPL_final_period_utilization_pct=68.5
export IMPL_synthDistinctLibCells=79
export IMPL_finalNonFillerCells=1978
export IMPL_timing_critical_path_to="branchTaken"
export IMPL_dieArea_um2=23500
export IMPL_num_clock_buffers=0
export IMPL_cts_setup_buffers=0
export IMPL_detail_route_drc_violations=0
export IMPL_peakVddDrop_mv=0.0280
export IMPL_detail_route_wirelength_um=59200
export IMPL_drtPass1Iterations=11
export IMPL_post_synth_instance_area_um2=11500
export IMPL_detail_route_vias_per_cell=7.48
export IMPL_setup_repair_after_global_routing_missed_its_margin="false"
export IMPL_timing_critical_path_arrival_ps=8480
export IMPL_power_density_nw_per_um2=31.6
export IMPL_grt_pass1_vias=13700
export IMPL_maxSlewHeadroom_pct=23.9
export IMPL_timing_setup_critical_path_class="in -> out"
export IMPL_yosysSeqAreaShare_pct=0
export IMPL_gate_count_after_technology_mapping=1685
export IMPL_warning_count=98
export IMPL_crit_path_start="operand1[7]"
export IMPL_comb_pwr_share_pct=100.0
export IMPL_antenna_found_initial=0
export IMPL_globalRouteOverflowTotal=0
export IMPL_topRoutingLayerUsed="met5"
export IMPL_die_h_um=153
export IMPL_worstPathMaxFanout=16
export IMPL_average_routed_wire_per_standard_cell_um=29.9
export IMPL_layout_area_overhead_vs_synth_pct=10.4
export IMPL_detailed_place_hpwl_um=45300
export IMPL_report_final_slew_viol_count=0
export IMPL_cp_start_kind="primary input"
export IMPL_power_switching_w=0.000253
export IMPL_place_gp_congestion=1.14
export IMPL_fin_crit_ps=11980
export IMPL_cts_hold_buffers_added=0
export IMPL_clock_network_power_share_pct=0
export IMPL_worst_slew_pin_tran_ps=1130
export IMPL_grt_max_degree=58
export IMPL_min_delay_path_class="in -> out"
export IMPL_synth_avg_cell_area_um2=6.80
export IMPL_num_io_pins=111
export IMPL_met1_length_um=21600
export IMPL_flop_area_um2=0
export IMPL_setup_total_negative_slack_ps=0
export IMPL_final_hold_worst_slack_ps=8180
==> how the worst min path moves through the flow <==
stage               start         end  slack (ps)  cells past startpoint
finish        operand2[0]  result[12]        8180                      5
global route  operand2[0]  result[12]        8260                      5
CTS           operand2[0]  result[12]        8150                      5
==> layer usage <==
metal	track usage, %	vias to the layer above
met1	66.6	6758
met2	68.6	1363
met5	3.31	-
met3	28.0	330
li1	-	6349
met4	25.1	4
==> per-stage QoR <==
| stage | cell area [µm²] | utilization, % |
|---|---|---|
| 2_1_floorplan | 11500 | - |
| 3_3_place_gp | 12600 | 56.0 |
| 3_5_place_dp | 12600 | 56.0 |
| 4_1_cts | 12600 | 56.0 |
| 5_1_grt | 12600 | 56.0 |
| 6_report | 12600 | 56.0 |
==> worst max-delay path, cell delays in order <==
cell             delay [ps]
clkdlybuf4s50_1         910
inv_1                   160
ha_1                    600
nor2b_1                 100
o221ai_1                180
a221oi_1                120
o31ai_1                 700
a221oi_1                200
nor4_1                  830
mux2i_1                 280
o2111ai_1               140
a21oi_1                 220
clkdlybuf4s50_1         520
==> cell families after synthesis <==
family                   Yosys count  synth area share, %
AND-OR/OR-AND                    592                 33.9
AND/OR/NAND/NOR                  542                 21.8
buffers and inverters            258                 9.05
XOR/XNOR                          67                 5.12
multiplexers                     126                 19.1
adder cells (fa/ha/maj)          100                 11.1
==> area by class of cell <==
| cell class | count | area (µm²) |
|---|---|---|
| antenna | 1 | 2.50 |
| inverter | 103 | 387 |
| multi-input combinational | 1427 | 10400 |
| fill | 2152 | 9920 |
| tap | 285 | 357 |
| timing repair buffer | 162 | 1470 |
==> power by group through the flow <==
stage,Clock [W],Sequential [W],Combinational [W]
6_report,0.00000000000148,0,0.000399
5_1_grt,0,0,0.000417
4_1_cts,0,0,0.000378
==> Yosys cell counts (19+ instances only) <==
cell type | count | share of area, %
a21oi_1 | 139 | 6.1
nand3_1 | 20 | 0.87
o21ai_0 | 153 | 6.7
nand2_1 | 169 | 5.5
buf_2 | 24 | 1.0
inv_1 | 100 | 3.3
ha_1 | 98 | 11
a21o_1 | 19 | 1.2
o211ai_1 | 23 | 1.5
a221oi_1 | 44 | 3.4
clkbuf_1 | 106 | 3.5
mux2i_1 | 43 | 3.8
a22oi_1 | 26 | 1.7
mux4_2 | 67 | 13
o221ai_1 | 24 | 1.8
o22ai_1 | 28 | 1.5
nor3_1 | 46 | 2.0
nor2_1 | 178 | 5.8
xnor2_1 | 59 | 4.5
==> layout by cell type (no fill, tap or decap), drive strengths merged, types with 44 or more instances in the layout <==
cell             n
a21oi          139
a221oi          44
o21ai          155
ha              98
mux4            71
clkdlybuf4s50  105
nor3            46
inv            103
nand2          169
buf             57
nor2           179
xnor2           59
No activity file was given, so power comes from the tool's default toggle rates.
